==> ./design.v <==
module counter(
	       input wire 	  clk,
	       input wire 	  reset, 
	       output wire [31:0] q);
   reg [31:0] 			  areg;
   reg [31:0] 			  areg_next;
   always @(posedge clk, posedge reset)
     if (reset)
          areg  <= 32'b0;
     else
          areg  <= areg_next;
   always @(*)
     areg_next = areg + 32'b1;
   assign q = areg;
endmodule
==> ./run.sh <==
#!/bin/bash
# OpenROAD 26Q1-2900-gdf79404cd8, Yosys 0.63+post, stock flow scripts
make -C /OpenROAD-flow-scripts/flow DESIGN_CONFIG=/design/flow/config.mk WORK_HOME=/design/flow/orfs finish
==> ./config.mk <==
export PLATFORM = sky130hd
export DESIGN_NAME = counter
export DESIGN_NICKNAME = counter
export VERILOG_FILES = /design/flow/design.v
export SDC_FILE = /design/flow/constraint.sdc
export NUM_CORES = 4
export LEC_CHECK = 1
export CORE_AREA = 10 10 112 112
export DIE_AREA = 0 0 122 122
==> ./constraint.sdc <==
current_design counter

set clk_period 4.4
set clk_io_pct 0.2

create_clock -name clk0 -period $clk_period [get_ports {clk}]

set non_clock_inputs [all_inputs -no_clocks]
set_input_delay [expr $clk_period * $clk_io_pct] -clock clk0 $non_clock_inputs
set_output_delay [expr $clk_period * $clk_io_pct] -clock clk0 [all_outputs]
==> impl_metrics.ini <==
; implementation run metrics
[route]
diodes = 0
drcViolationCount = 0
top_layer = met4
routed_wl_um = 3626
wl_met2_um = 1614
avgViaCountPerCell = 3.497
routedWlPerCell_um = 12.01
m1WireLength_um = 1696
drt-pass1-iter-count = 4
drtIter0Drc = 39
wl_met3_um = 302
drtAntennaViolNets = 0
vias = 1056

[global_routing]
first_global_vias = 1123
grt_overflow_total = 0
grt_max_degree = 33
grtUsageTotal_pct = 5.128
grt_pass1_wl_um = 6127
antenna_found_initial = 0

[setup_path]
slowest_stage = clkdlybuf4s50_1
crit_buf_inv = 1
crit_path_end_kind = output port
cpLargestDelayFamily = buffers and inverters
cp_slowest_stage_delay_ns = 0.54
criticalPathCategory = flip-flop to output port
arrival_ns = 1.31
cp-start-kind = flip-flop
crit_chain = clkdlybuf4s50_1
path_max_fanout = 5
cp.required_ns = 3.52

[timing]
clock.fmax_mhz = 457.6
finalCritPeriodShare_pct = 49.67
max_slew.worst_pin.slew_ns = 0.5103
rsz0062_at_grt = false
finalSetupViolations = 0
report.final.slew_viol_count = 0
max_slew_margin_pct = 65.89
skew_ns = 0.006523
worst_slack_ns = 2.215
hold_viol_final = 0
final.setup.tns_ns = 0
finalCriticalPeriod_ns = 2.185

[logic_synthesis]
yosysTopAreaCellShare_pct = 53.78
largest_area_cell = dfrtp_1
ys_sh_simple_pct = 24.96
synth_area_per_cell_um2 = 11.54
area_leaders = dfrtp_1, xor2_1, xnor2_1, nand3_1, nor4_2
ys_chip_area_um2 = 1489
ys_sh_aoi_pct = 0
ys_top_logic_family = simple AND/OR/NAND/NOR gates
yosys_warnings = 1
synthCells = 129
mux_share_pct = 0
ys_ff = 32
synth_cell_types = 21
xor_share_pct = 17.65
yosysCellCount = 129
fa_ha_area_share_pct = 0.8403
postSynthSeqShare_pct = 53.78
synth_area_um2 = 1489

[clock_tree]
clockRootBuffer = clkbuf_8
htree_levels = 2
cts_setup_buffers = 0
cts_tree = built
ctsLongestPathBuffers = 2
insertion_delay_ns = 0.28
clkTransAtPathRegs_ns = 0.07
cts_buffers = 5
cts.sinks = 32
post_cts_resize_count = 0
cts-hold-fix-buffers = 0

[place]
dp_slack_ns = 2.509
post_dp_cell_area_um2 = 1974
gp_congestion = 0.7662
io_buffers = 33
place_hpwl_um = 2699

[layout]
top_regs = areg (32)
top_register = areg
lay_top_cells = clkdlybuf4s50_1, dfrtp_1, xor2_1
areaGrowthSynthToFinish_pct = 39.08
layout_top_cell_excl_fill_tap = clkdlybuf4s50_1
largest_register_ffs = 32
post-route-cell-area_um2 = 2071
nFillCells = 1089
drive_gt1_share_pct = 9.639

[die]
die_y_um = 122
initCoreUtil_pct = 14.55
chipArea_um2 = 14880
ios = 34
rows = 37
core_area_um2 = 10230
dieWidth_um = 122

[pwr]
power_switching_w = 0.0001085
p_clk_share_pct = 44.5
fin_total_pwr_w = 0.0005434
powerDensity_nw_per_um2 = 262.4
leakage_nw = 0.8858
p_int_w = 0.0004348
ir_drop_uv = 91.11
p_comb_share_pct = 1.3
switching_share_pct = 19.98
pwr-share-seq_pct = 54.1

[job]
warnings = 25
maxCapViolations = 0

[worst_hold_path]
holdCritPathClass = flip-flop to flip-flop

[outcome]
outcome = completed
==> area by class of cell <==
cell class | instances | area, um2 | share of cell area, %
inverter | 5 | 18.77 | 0.9063
multi-input combinational | 88 | 646.9 | 31.24
timing repair buffer | 34 | 337.8 | 16.31
sequential | 32 | 800.8 | 38.67
clock buffer | 7 | 96.34 | 4.653
tap | 136 | 170.2 | 8.217
==> worst reg2reg max path, cell delays in order (launching register included) <==
cell and delay (ns):
dfrtp_1 0.43, ha_1 0.25, and3_1 0.31, nand3_2 0.23, nor4_1 0.30, xor2_1 0.18
==> logic make-up after synthesis <==
logic type,Yosys count
and+or+nand+nor,57
xor gates and xnor gates,30
adders and majority gates,1
buffers and inverters,9
DFF,32
==> per-stage QoR <==
| step | cells | utilization (%) | hold slack [ns] |
|---|---|---|---|
| after global placement | 295 | 19.30 | 0.4588 |
| after CTS | 302 | 20.24 | 0.4810 |
| final | 302 | 20.24 | 0.4723 |
| after floorplan | 129 | - | 0.4204 |
| after global routing | 302 | 20.24 | 0.5020 |
| after detailed placement | 295 | 19.30 | 0.4662 |
==> power groups by stage <==
stage	registers (W)	clock network (W)	logic (W)
final	0.000294	0.000242	0.00000719
after CTS	0.000294	0.000250	0.00000773
after global routing	0.000294	0.000264	0.00000862
==> cells in the mapped netlist, drive strengths merged <==
cell and n:
xor2 19, nor2 4, xnor2 11, and3 5, buf 4, inv 5, and4 5, ha 1
nand2 10, nor4 10, nand3 13, nand4 4, dfrtp 32, nor3b 1, nor2b 1, nor3 4
==> final timing paths <==
kind,slack (ns),from,cells after the start,end
setup / recovery,2.21,areg[21],1,q[21]
hold / removal,0.47,areg[31],1,areg[31]
setup reg to reg,2.62,areg[0],5,areg[26]
hold reg to reg,0.47,areg[31],1,areg[31]
max in group asynchronous,3.11,reset,3,areg[7]
min in group asynchronous,0.99,reset,3,areg[29]
==> layer usage <==
layer	vias to the layer above	track usage, %
met2	27	7.537
met3	2	1.831
met5	-	0
li1	522	-
met1	505	7.359
met4	0	0.5216
Power figures rest on the tool's default switching activity, not on a simulated workload.
