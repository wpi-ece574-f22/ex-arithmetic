### run.sh
#!/bin/bash
# OpenROAD 26Q1-2900-gdf79404cd8, Yosys 0.63+post, stock flow scripts
make -C /OpenROAD-flow-scripts/flow DESIGN_CONFIG=/design/flow/config.mk WORK_HOME=/design/flow/orfs finish
### config.mk
export PLATFORM = sky130hd
export DESIGN_NAME = topadd
export DESIGN_NICKNAME = topadd
export VERILOG_FILES = /design/flow/design.v
export SDC_FILE = /design/flow/constraint.sdc
export NUM_CORES = 4
export LEC_CHECK = 1
export CORE_UTILIZATION = 30
### constraint.sdc
current_design topadd

set clk_period 1.8
set clk_io_pct 0.2

create_clock -name clk0 -period $clk_period [get_ports {clk}]

set non_clock_inputs [all_inputs -no_clocks]
set_input_delay [expr $clk_period * $clk_io_pct] -clock clk0 $non_clock_inputs
set_output_delay [expr $clk_period * $clk_io_pct] -clock clk0 [all_outputs]
### design.v
module ps(input wire[7:0] a,
	  input wire  sync,
	  input wire  clk,
	  output wire as);
   reg [7:0] 	      ra;
   always @(posedge clk)
     if (sync)
       ra <= a;
     else
       ra <= {1'b0, ra[7:1]};
   assign as = ra[0];
endmodule
module serialadd(input wire a, input wire b, output wire s,
                 input wire sync, input wire clk);
   reg 			    carry, q;
   always @(posedge clk)
     if (sync)
       begin
          carry <= a & b;
          q     <= a ^ b;
       end
     else
       begin
          q     <= a ^ b ^ carry;
          carry <= (a & b) | (b & carry) | (carry & a);
       end
   assign s = q;
endmodule
module sp(input wire as,
	  input wire 	    sync,
	  input wire 	    clk,
	  output wire [7:0] a);
   reg 	              [7:0] ra;
   always  @(posedge clk)
     ra <= {as, ra[7:1]};
   assign a  = sync ? ra : 8'b0;
  endmodule
module topadd(input wire [7:0] a,
	      input wire [7:0] 	b,
	      input wire [7:0] 	c,
	      input wire [7:0] 	d,
	      output wire [7:0] q,
	      input wire 	clk,
	      input wire 	rst);
   reg [7:0] 			ctl;
   wire 			ctl0, ctl1, ctl2, ctl3;
   always @(posedge clk)
     if (rst)
       ctl <= 8'b1;
     else
       ctl <= {ctl[6:0], ctl[7]};
   assign ctl0 = ctl[0];
   assign ctl1 = ctl[1];
   assign ctl2 = ctl[2];
   assign ctl3 = ctl[3];
   wire 			as, bs, cs, ds, abs, cds, sums;
   ps ps1(a, ctl0, clk, as);
   ps ps2(b, ctl0, clk, bs);
   ps ps3(c, ctl0, clk, cs);
   ps ps4(d, ctl0, clk, ds);
   serialadd a1(as, bs, abs, ctl1, clk);
   serialadd a2(cs, ds, cds, ctl1, clk);
   serialadd a3(abs, cds, sums, ctl2, clk);
   sp sp1(sums, ctl3, clk, q);
endmodule
==> results_dict.tcl <==
# implementation run metrics
set metrics [dict create \
    grt_setup_unrepaired "false" \
    grt_max_degree 34 \
    min_period_ns 1.67 \
    timing.rr.start "a1.q$_DFF_P_" \
    routedWlPerCell_um 9.78 \
    synth.largest_area_cell "dfxtp_1" \
    yosys_most_used_dff "dfxtp_1" \
    synth_cells 118 \
    yosys_area_mm2 0.00184 \
    hold_slack_ns 0.349 \
    n_antenna_cell 0 \
    grt_usage 0.0830 \
    die_w_um 80.4 \
    yosys_warnings 4 \
    cts_resized 0 \
    dp_hpwl_um 1630 \
    synth_stat.cells 118 \
    io_pins 42 \
    antenna_found_initial 0 \
    fin_util 0.405 \
    warning_count 25 \
    hold_start "a3.q$_DFF_P_" \
    p_leak_nw 1.01 \
    postCtsSetupBuffers 0 \
    ys_ff 54 \
    grt_pass1_vias 920 \
    syn_area_mm2 0.00184 \
    drive_above_1_share 0.268 \
    drc 0 \
    drv_slew 0 \
    die_h_um 80.4 \
    via_per_inst 3.98 \
    max_freq_mhz 598 \
    cts_root_buffer "clkbuf_8" \
    overflow 0 \
    worst_setup_path_start_kind "register" \
    path_class "register to output pin" \
    end_kind "output pin" \
    period_used_share 0.929 \
    clock_latency_ns 0.29 \
    outcome "finished clean" \
    grt_pass1_wl_um 4070 \
    final-hold-violation-count 0 \
    syn_area_per_cell_um2 15.6 \
    final.setup.tns_ns 0 \
    cts_buffer_depth 2 \
    gp_congestion 0.762 \
    ys_seq_frac 0.587 \
    setup_ws_ns 0.127 \
    fillers 529 \
    cp_max_fo 9 \
    path_clk_slew_ns 0.09 \
    htreeDepth 2 \
    slew_headroom 0.824 \
    numClockSinks 54 \
    p_per_area_mw_per_mm2 1040 \
    cts_tree "done" \
    synth-async-reset-ratio 0 \
    peakVddDrop_mv 0.446 \
    cap_violations 0 \
    synth.distinct_cells 10 \
    dr_total_vias 951 \
    cp_data_arrival_time_ns 1.31 \
    ctsHoldBuffers 0 \
    detail-route-antenna-nets 0 \
    top_cells_by_count "dfxtp_1, mux2_4, and2_1, mux2_2, nor2b_1" \
    drtPass1Iterations 2 \
    core_area_mm2 0.00592 \
    crit_start "ctl[3]$_SDFF_PP0_" \
    fp_util 0.311 \
    finalClockSkew_ns 0.00767 \
    drtIter0Drc 38 \
    place_ws_ns 0.424 \
    rows 28 \
    area_growth_pct 30.1 \
    setup_viol 0 \
    synthTopCellsByArea "dfxtp_1, mux2_4, mux2_2, and2_1, fa_1" \
    worst_pin_slew_ns 0.263 \
    top_area_frac 0.587 \
    portBuffers 41 \
    cts_inserted_buffers 5 \
    worstPathRequired_ns 1.44 \
    chipArea_mm2 0.00646 \
    yosysMostFrequentCell "dfxtp_1" \
    postRouteWirelength_um 2340 \
    finalPower_mw 2.50 \
    edf_count 0 \
    hold_class "register to register" \
]
through the flow:
stage,std cells,cell area [µm²]
2_1_floorplan,118,1840
5_1_grt,239,2400
3_5_place_dp,231,2310
4_1_cts,239,2400
3_3_place_gp,231,2310
6_report,239,2400
layout by cell type, fill, tap and decap left out:
cell type / count
dfxtp_1: 53
clkdlybuf4s50_1: 41
mux2_4: 25
and2_1: 12
mux2_2: 9
nor2b_1: 7
clkbuf_8: 6
fa_1: 3
ha_1: 3
or2_2: 1
clkbuf_1: 1
clkinv_2: 1
dfxtp_2: 1
buf_12: 1
worst max-delay path, cell delays in order, from the launching register on:
cell	delay, ns
dfxtp_1	0.42
and2_1	0.15
clkdlybuf4s50_1	0.46
cell families after synthesis:
family	Yosys count	synth area share
flops	54	0.587
simple gates	20	0.0679
mux	34	0.259
buf+inv	4	0.0339
fa+ha+maj	6	0.0530
flip-flops by register name, indices dropped and copies added (netlist names), 8 cells and up:
name,count
ps4.ra,8
ps3.ra,8
sp1.ra,8
ps2.ra,8
ctl,8
ps1.ra,8
final timing paths:
kind              cells past startpoint                end  slack (ns)
setup / recovery                      2               q[3]        0.13
hold reg to reg                       0  sp1.ra[7]$_DFF_P_        0.35
setup reg to reg                      2       a3.q$_DFF_P_        0.62
hold / removal                        0  sp1.ra[7]$_DFF_P_        0.35
cell type report:
cell class	count	area, µm²	area share
Clock buffer	7	86.3	0.0360
Clock inverter	1	5.00	0.00209
Sequential cell	54	1080	0.451
Tap cell	75	93.8	0.0391
Timing Repair Buffer	42	430	0.180
Multi-Input combinational cell	60	699	0.292
power breakdown:
group	leakage [nW]	internal (mW)	total [mW]	switching, mW
combinational	0.506	0.256	0.345	0.0893
sequential	0.453	1.42	1.50	0.0888
clock	0.0482	0.311	0.656	0.345
metal layers:
layer,vias up,track usage,part of all wire
met5,-,0,0
li1,477,-,-
met1,434,0.119,0.48
met4,0,0.0107,0.0060
met3,2,0.0323,0.095
met2,38,0.125,0.42
No activity file was given, so power comes from the tool's default toggle rates.
