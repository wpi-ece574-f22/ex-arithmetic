`/design/flow/run.sh`:
```
#!/bin/bash
# OpenROAD 26Q1-2900-gdf79404cd8, Yosys 0.63+post, stock flow scripts
make -C /OpenROAD-flow-scripts/flow DESIGN_CONFIG=/design/flow/config.mk WORK_HOME=/design/flow/orfs finish
```
`/design/flow/config.mk`:
```
export PLATFORM = sky130hd
export DESIGN_NAME = topmul
export DESIGN_NICKNAME = topmul
export VERILOG_FILES = /design/flow/design.v
export SDC_FILE = /design/flow/constraint.sdc
export NUM_CORES = 4
export LEC_CHECK = 1
export CORE_UTILIZATION = 40
```
`/design/flow/constraint.sdc`:
```
current_design topmul

set clk_period 1.9
set clk_io_pct 0.2

create_clock -name clk0 -period $clk_period [get_ports {clk}]

set non_clock_inputs [all_inputs -no_clocks]
set_input_delay [expr $clk_period * $clk_io_pct] -clock clk0 $non_clock_inputs
set_output_delay [expr $clk_period * $clk_io_pct] -clock clk0 [all_outputs]
```
`/design/flow/design.v`:
```
module ps(input wire[7:0] a,
	  input wire  sync,
	  input wire  clk,
	  output wire as);
   reg [7:0] 	      ra;
   always @(posedge clk)
     if (sync)
       ra <= a;
     else
       ra <= {1'b0, ra[7:1]};
   assign as = ra[0];
endmodule
module sp(input wire as,
	  input wire 	    sync,
	  input wire 	    clk,
	  output wire [7:0] a);
   reg 	              [7:0] ra;
   always  @(posedge clk)
     ra <= {as, ra[7:1]};
   assign a  = sync ? ra : 8'b0;
  endmodule
module serialmuladd(input wire a,     
                    input wire 	b,  
                    input wire 	clk,
                    input wire 	sync,
                    input wire 	si,  
                    output wire so);  
   reg 				carry;
   reg 				sum;
   wire 			m;
   assign m = a & b;
   always @(posedge clk) 
     if (sync)
       begin
          sum   <= m ^ si;
          carry <= m & si;
       end
     else
       begin
          sum   <= m ^ si ^ carry;
          carry <= (m & si) | (si & carry) | (carry & m);
       end
   assign so = sum;
endmodule
module topmul(input wire  [7:0]  a,
	      input wire  [7:0]  b,
	      output wire [15:0] q,
	      input wire 	 clk,
	      input wire 	 rst);
   reg [15:0] 			ctl;
   wire 			ctl0, ctl1, ctl2, ctl3;
   always @(posedge clk)
     if (rst)
       ctl <= 16'b1;
     else
       ctl <= {ctl[16:0], ctl[15]};
   assign ctl0 = ctl[0];
   assign ctl1 = ctl[1];
   assign ctl2 = ctl[2];
   assign ctl3 = ctl[3];
   wire 			as, qs;   
   ps ps1(.a({8'b0,a}), .sync(ctl0), .clk(clk), .as(as));
   wire [7:0] 			sum;   
   assign sum[7] = 1'b0;
   serialmuladd M7(.a(as), .b(b[7]), .clk(clk), .sync(ctl1), .si(sum[7]), .so(sum[6]));
   serialmuladd M6(.a(as), .b(b[6]), .clk(clk), .sync(ctl1), .si(sum[6]), .so(sum[5]));
   serialmuladd M5(.a(as), .b(b[5]), .clk(clk), .sync(ctl1), .si(sum[5]), .so(sum[4]));
   serialmuladd M4(.a(as), .b(b[4]), .clk(clk), .sync(ctl1), .si(sum[4]), .so(sum[3]));
   serialmuladd M3(.a(as), .b(b[3]), .clk(clk), .sync(ctl1), .si(sum[3]), .so(sum[2]));
   serialmuladd M2(.a(as), .b(b[2]), .clk(clk), .sync(ctl1), .si(sum[2]), .so(sum[1]));
   serialmuladd M1(.a(as), .b(b[1]), .clk(clk), .sync(ctl1), .si(sum[1]), .so(sum[0]));
   serialmuladd M0(.a(as), .b(b[0]), .clk(clk), .sync(ctl1), .si(sum[0]), .so(qs));
   sp sp1(.as(qs), .sync(ctl2), .clk(clk), .a(q));
endmodule
```
==> results.yml <==
# generated from flow reports
global_routing:
  grt_pass1_wl_mm: 4.35
  overflow: 0
  first_global_vias: 995
  antenna_found_initial: 0
  grt_max_degree: 17
  track_usage_pct: 11.4
final_timing:
  slew_headroom_pct: 66.2
  grt_setup_unrepaired: "false"
  hold_viol: 0
  worst_pin_slew_ns: 0.506
  fmax_mhz: 572
  period_needed_ns: 1.75
  finalClockSkew_ns: 0.00408
  fin_crit_sh_pct: 92.0
  maxSlewViolCount: 0
  finalSetupViolCount: 0
  tns_ns: 0
route:
  drtIter0Drc: 31
  drcViolationCount: 0
  dr.pass1.iters: 19
  drt_wl_total_mm: 2.47
  vias: 1024
  routedWlPerCell_um: 9.96
  routed_via_density: 4.13
  diodes: 0
  ant_nets: 0
layout:
  drive_gt1_share_pct: 12.8
  largest_reg_flops: 16
  area_growth_pct: 18.5
  stdcell_count: 248
  largest-register: "ctl"
  top_regs: "ctl: 16 flops, ps1.ra: 8 flops, sp1.ra: 8 flops"
  fill_cells: 405
setup_path:
  r2r_cells: 4
  worstSetupPathType: "flip-flop to primary output"
  regToRegStartpoint: "ps1.ra[0]$_DFF_P_"
  critPathRequiredTime_ns: 1.52
  worstSetupEndpointType: "primary output"
  critPathLaunchType: "flip-flop"
  crit_start: "ctl[2]$_SDFF_PP0_"
  crit_fanout: 9
  crit_arrival_ns: 1.37
  ff2ff_setup_slack_ns: 0.45
  rr_endpoint: "M1.sum$_DFF_P_"
  endpoint: "q[4]"
logic_synthesis:
  syn_inst: 168
  flop_cell: "dfxtp_1"
  edf_count: 0
  ys_chip_area_um2: 1880
  synth.distinct_cells: 18
  synth_top_cell_by_count: "dfxtp_1"
  yosys_cells: 168
  synth.largest_area_cell: "dfxtp_1"
  avgSynthCellArea_um2: 11.2
  ys_seq_share_pct: 51.0
  ys_ff: 48
  ys_warn_count: 7
  async_flop_share_pct: 0
  syn_area_um2: 1880
  top_cells_by_area: "dfxtp_1 51%, fa_1 7.4%, mux2_4 6.4%"
  synthDominantCellAreaShare_pct: 51.0
  yosys-top-cells-count: "48 x dfxtp_1, 24 x inv_1, 14 x nor2b_1"
clocking:
  insertion_delay_ns: 0.30
  post_cts_buffers: 0
  cts.clk_slew.worst_paths_ns: 0.09
  cts.htree.levels: 2
  cts-root-buf: "clkbuf_8"
  numCtsBuffers: 5
  cts_tree: "done"
  cts_resized: 0
  cts_num_sinks: 48
  ctsHoldBuffers: 0
  clockBufferDepth: 2
min_path:
  hp-class: "flip-flop to flip-flop"
floorplanning:
  die_w_um: 70.6
  fp.dieH_um: 70.6
  rows: 24
  dieArea_um2: 4990
  io_pins: 34
  coreArea_um2: 4440
  fp_util_pct: 42.4
power_and_ir_drop:
  ir_drop_v: 0.000646
  powerDensity_nw_per_um2: 1100
  power.leakage_uw: 0.000961
outcome:
  status: "finished, final reports clean"
place:
  dp_cells: 240
  io_buffers: 25
  finalWeightedCongestion: 0.690
  hpwl_mm: 1.71
flow_run:
  maxCapViolCount: 0
  openroad.warnings: 25
[area by class of cell]
type / count / area [um2] / share of cell area (%)
inverter: 24 / 90.1 / 4.04
tap: 52 / 65.1 / 2.91
multi-input combinational: 90 / 743 / 33.3
sequential: 48 / 961 / 43.0
clock inverter: 3 / 46.3 / 2.07
timing repair buffer: 26 / 258 / 11.5
clock buffer: 5 / 68.8 / 3.08
[worst max-delay path: stages, from the launching register on]
cell and delay (ns):
dfxtp_1 0.45, and2_1 0.17, clkdlybuf4s50_1 0.46
[cell families (layout without fill, tap and decap cells)]
kind of cell / Yosys count / in the layout / share of synthesized area (%)
AOI/OAI and AO/OA: 11 / 11 / 2.92
adders and majority gates: 15 / 15 / 12.7
buffers and inverters: 37 / 58 / 11.0
DFF: 48 / 48 / 51.0
muxes: 11 / 11 / 7.97
other: 1 / 8 / 0.199
and+or+nand+nor: 45 / 45 / 14.2
[stage by stage]
step,total power (uW),hold WS (ns),instance area (um2),setup slack [ns],util (%)
6_report,2460,0.340,2230,0.152,50.2
5_1_grt,2630,0.350,2230,0.0297,50.2
4_1_cts,2500,0.348,2230,0.115,50.2
3_5_place_dp,1750,0.315,2120,0.137,47.6
3_3_place_gp,1720,0.328,2120,0.138,47.6
2_1_floorplan,1620,0.310,1910,0.640,-
[per-layer routing]
metal	track usage, %	share of wire, %	vias up	wire [um]
li1	-	-	546	-
met2	16.3	42	21	1040
met3	4.62	5.3	4	131
met1	17.6	51	453	1270
met4	1.56	1.1	0	27
met5	0	0	-	0
[cells in the final DEF, fill, tap and decap left out, drive strengths merged]
cell type / n
nand2: 11
fa: 7
o21ai: 11
and2: 17
clkinvlp: 1
nor2b: 14
buf: 1
and2b: 2
conb: 8
inv: 25
ha: 8
mux2i: 3
mux2: 8
clkdlybuf4s50: 25
clkbuf: 5
bufinv: 1
or2: 1
dfxtp: 48
[report_power, final]
part           switching [uW]  leakage (uW)  internal (uW)  total, uW
Combinational             174      0.000509            224        398
Sequential               92.7      0.000398           1230       1320
Clock                     340     0.0000548            396        737
Total                     607      0.000961           1850       2450
[how the worst min path moves through the flow]
| stage | startpoint | endpoint | slack [ns] | cells after the start |
|---|---|---|---|---|
| 6_report | M0.sum$_DFF_P_ | sp1.ra[7]$_DFF_P_ | 0.34 | 0 |
| 5_1_grt | M0.sum$_DFF_P_ | sp1.ra[7]$_DFF_P_ | 0.35 | 0 |
| 4_1_cts | M0.sum$_DFF_P_ | sp1.ra[7]$_DFF_P_ | 0.35 | 0 |
Power is estimated from default activity; no workload was simulated.
